## /design/flow/run.sh

```bash
#!/bin/bash
# OpenROAD 26Q1-2900-gdf79404cd8, Yosys 0.63+post, stock flow scripts
make -C /OpenROAD-flow-scripts/flow DESIGN_CONFIG=/design/flow/config.mk WORK_HOME=/design/flow/orfs finish
```

## /design/flow/config.mk

```make
export PLATFORM = sky130hd
export DESIGN_NAME = cache_vector
export DESIGN_NICKNAME = cache_vector
export VERILOG_FILES = /design/flow/design.v
export SDC_FILE = /design/flow/constraint.sdc
export NUM_CORES = 4
export LEC_CHECK = 1
export CORE_AREA = 10 10 70 70
export DIE_AREA = 0 0 80 80
export SYNTH_HDL_FRONTEND = slang
```

## /design/flow/constraint.sdc

```tcl
current_design cache_vector

set clk_period 1.3
set clk_io_pct 0.2

create_clock -name clk0 -period $clk_period [get_ports {clk}]

set non_clock_inputs [all_inputs -no_clocks]
set_input_delay [expr $clk_period * $clk_io_pct] -clock clk0 $non_clock_inputs
set_output_delay [expr $clk_period * $clk_io_pct] -clock clk0 [all_outputs]
```

## /design/flow/design.v

```verilog
package cache_cam_pkg;
  parameter PS_WIDTH  = 5;
  parameter KEY_WIDTH = 14;
  typedef enum logic [2:0] {
    CMD_NOP,
    CMD_STORE,
    CMD_DONE,
    CMD_VALID,
    CMD_DIRTY,
    CMD_CHG_PS,
    CMD_ERASE
  } cache_cam_cmd_e;
  typedef enum logic [1:0] {
    FREE     = 2'b00,
    RESERVED = 2'b01,
    VALID    = 2'b10,
    DIRTY    = 2'b11
  } cache_page_status_e;
  typedef struct packed {
    cache_page_status_e   status;
    logic  [PS_WIDTH-1:0] ps_id;
    logic [KEY_WIDTH-1:0] key;
  } cache_cam_s;
endpackage: cache_cam_pkg
module cache_vector # ( 
  parameter PAGES  = 32,
  parameter AWIDTH = $clog2(PAGES) ) (
  input                   clk,
  input                   rst,
  input                   page_clr,        
  input      [AWIDTH-1:0] page_id_clr,     
  input                   page_req,        
  output reg [AWIDTH-1:0] page_id,         
  output reg              page_grant );    
  localparam LSB_TO_MSB = 0;
  logic [AWIDTH-1:0] page_addr;
  logic  [PAGES-1:0] page_vector;
  logic  [PAGES-1:0] page_select;
  logic  [PAGES-1:0] page_clear;
  logic              page_avail;
  logic              page_valid;
  assign page_clear = (page_clr)? (1'b1<<page_id_clr) : '0;
  priority_encoder #(
    .VWIDTH     ( PAGES ),          
    .PIPELINE   ( 0 ),              
    .SEARCH_DIR ( LSB_TO_MSB ),     
    .SEARCH_VAL ( 1 ) )             
    priority_encoder (
      .clk    ( clk ),              
      .rst    ( rst ),              
      .vector ( page_vector ),      
      .addr   ( page_addr ),        
      .found  ( page_avail ),       
      .dv     ( page_valid )        
    );
  always_comb
    page_select = page_vector & ~(page_vector - 1'b1);
  always_ff @ ( posedge clk, posedge rst )
    if ( rst ) begin 
      page_vector <= '1;          
      page_id     <= '0; 
      page_grant  <= '0;
    end else begin
      page_vector <= page_vector|page_clear;
      page_id     <= page_addr;
      page_grant  <= '0;
      if ( page_req && page_avail ) begin
        page_vector <= (page_vector|page_clear) ^ page_select;
        page_grant  <= '1;
      end
    end
endmodule
module priority_encoder #(
  parameter VWIDTH     = 8,                                      
  parameter PIPELINE   = 32'h1,                                  
  parameter SEARCH_DIR = 1'b0,                                   
  parameter SEARCH_VAL = 1'b0,                                   
  parameter AWIDTH     = (VWIDTH==1)? 1 : $clog2(VWIDTH))
  (
    input                     clk,
    input                     rst,
    input        [VWIDTH-1:0] vector,                            
    output logic [AWIDTH-1:0] addr,                              
    output logic              found,                             
    output logic              dv                                 
  );
  localparam LSB_TO_MSB = 0;
  localparam LWIDTH     = (VWIDTH[0])? VWIDTH/2+1 : VWIDTH/2;
  localparam HWIDTH     = VWIDTH/2;
  generate
    if ( VWIDTH == 1 ) begin: WIDTH_1
      if ( PIPELINE[0] ) begin: BASE_1_SEQ
        always_ff @ ( posedge clk, posedge rst )
          if ( rst ) begin
            addr  <= '0;
            found <= '0;
            dv    <= '0;
          end else begin
            addr <= 1'b0;
            dv   <= 1'b1;
            if ( SEARCH_VAL == 1'b1 ) begin: SEARCH_1
              found <=  vector;                        
            end else begin: SEARCH_0
              found <= !vector;                        
            end
          end
        end
      else begin: BASE_1_COMB
        assign addr  = 1'b0;
        assign found = (SEARCH_VAL==1'b1)? vector : !vector;
        assign dv    = 1'b1;
      end
    end else if ( VWIDTH == 2 ) begin: WIDTH_2
      if ( PIPELINE[0] ) begin: BASE_2_SEQ
        always_ff @ ( posedge clk, posedge rst ) begin
          if ( rst ) begin
            addr  <= '0;
            found <= '0;
            dv    <= '0;
          end else begin
            dv <= '1;
            if ( SEARCH_VAL == 1'b1 ) begin: SEARCH_1
              found <= |vector;                       
              if ( SEARCH_DIR == LSB_TO_MSB )
                addr <= !vector[0];
              else
                addr <= vector[1];
            end else begin: SEARCH_0
              found <= !(&vector);                    
              if ( SEARCH_DIR == LSB_TO_MSB )
                addr <= vector[0];
              else
                addr <= !vector[1];
            end
          end
        end
      end else begin: BASE_2_COMB
        assign dv = 1'b1;
        if ( SEARCH_VAL == 1'b1 ) begin: SEARCH_1
          assign found = |vector;
          if ( SEARCH_DIR == LSB_TO_MSB ) begin: START_LSB
            assign addr  = !vector[0];
          end else begin: START_MSB
            assign addr  = vector[1];
          end
        end else begin: SEARCH_0
          assign found = !(&vector);
          if ( SEARCH_DIR == LSB_TO_MSB ) begin: START_LSB
            assign addr  = vector[0];
          end else begin: START_MSB
            assign addr  = !vector[1];
          end
        end
      end
    end else begin: WIDTH_N
      logic [AWIDTH-2:0] pe_low_addr;
      logic              pe_low_found; 
      logic              pe_low_dv;
      priority_encoder #(
        .VWIDTH     ( LWIDTH ),
        .PIPELINE   ( PIPELINE[AWIDTH-1:1] ),
        .SEARCH_DIR ( SEARCH_DIR ),
        .SEARCH_VAL ( SEARCH_VAL ) )
        pe_low (
          .clk    ( clk ),
          .rst    ( rst ),
          .vector ( vector[VWIDTH/2-1:0] ),
          .addr   ( pe_low_addr ),
          .found  ( pe_low_found ),     
          .dv     ( pe_low_dv )
        );
      logic [AWIDTH-2:0] pe_high_addr;
      logic              pe_high_found; 
      logic              pe_high_dv;
      priority_encoder #(
        .VWIDTH     ( HWIDTH ),
        .PIPELINE   ( PIPELINE[AWIDTH-1:1] ),
        .SEARCH_DIR ( SEARCH_DIR ),
        .SEARCH_VAL ( SEARCH_VAL ) )
        pe_high (
          .clk    ( clk ),
          .rst    ( rst ),
          .vector ( vector[VWIDTH-1:VWIDTH/2] ),
          .addr   ( pe_high_addr ),
          .dv     ( pe_high_dv )
        );
      if ( PIPELINE[0] ) begin: COMBINE_SEQ  
        always_ff @ ( posedge clk, posedge rst ) begin
          if ( rst ) begin
            addr  <= '0;
            found <= '0;
            dv    <= '0;
          end else begin
            found <= pe_high_found | pe_low_found;
            dv    <= pe_high_dv | pe_low_dv;
            if ( SEARCH_DIR == LSB_TO_MSB ) begin: START_LSB
              addr  <= (pe_low_found)? {1'b0,pe_low_addr} : {1'b1, pe_high_addr};
            end else begin: START_MSB
              addr  <= (pe_high_found)? {1'b1,pe_high_addr} : {1'b0, pe_low_addr};
            end
          end
        end
      end else begin: COMBINE_COMB  
        if ( SEARCH_DIR == LSB_TO_MSB ) begin: START_LSB
          assign addr  = (pe_low_found)? {1'b0,pe_low_addr} : {1'b1,pe_high_addr};
        end else begin: START_MSB
          assign addr  = (pe_high_found)? {1'b1,pe_high_addr} : {1'b0,pe_low_addr};
        end
        assign found = pe_high_found | pe_low_found;
        assign dv    = pe_high_dv    | pe_low_dv;
      end
    end
  endgenerate
endmodule
```

==> run_results.csv <==
group,metric,value,unit
outcome,status,"finished, final reports clean",
pwr,vdd_drop_max,0.000245,V
setup_path,critical_path_arrival,1.33,ns
detailed_routing,ant_nets,0,
logic_synthesis,ys_seq_share,56.2,%
clock_network,clkTransAtPathRegs,0.05,ns
place,place_worst_setup_slack,-0.100,ns
clock_network,clock_path_buffers,2,
die,chipArea,0.00640,mm2
logic_synthesis,xor_share,0,%
setup_path,start_kind,"input pin",
logic_synthesis,ys_area,274,um2
setup_path,crit_path_end_kind,"register",
logic_synthesis,ys_sh_simple,18.3,%
logic_synthesis,top_cells_by_count,"buf_4, dfrtp_1, dfstp_2, inv_1",
sta,finalCritPeriodShare,89.3,%
logic_synthesis,ys_async_sr_fraction,100,%
logic_synthesis,ys_ff,6,
logic_synthesis,area_leaders,"dfstp_2, dfrtp_1, buf_4, a22o_1, nor4b_2",
logic_synthesis,synthCells,24,
layout,fill_cells,401,
logic_synthesis,synth-warning-count,8,
detailed_routing,wire_per_inst,7.73,um
clock_network,htreeDepth,1,
logic_synthesis,top_area_share,28.8,%
die,std_cell_rows,21,
min_path,min_path_type,"in -> async",
logic_synthesis,avgSynthCellArea,11.4,um2
pwr,p_total,438,uW
sta,rsz0062_at_grt,"false",
global_routing,grt_pass1_wl,1000,um
pwr,power_density,943,mW/mm2
logic_synthesis,top_area_cell,"dfstp_2",
clock_network,cts_made_buffers,3,
place,place_area,434,um2
sta,hold_viol,0,
layout,drive_above_1_share,20.5,%
logic_synthesis,synth_cell_types,14,
logic_synthesis,ys_cells,24,
logic_synthesis,mux_area_share,0,%
detailed_routing,diodes,0,
sta,slew_viol_final,0,
setup_path,worstPathMaxFanout,4,
logic_synthesis,syn-cell-area,274,um2
clock_network,clock_sinks,6,
clock_network,cts_hold_buf,0,
clock_network,cts_tree,"done",
sta,fmax,862,MHz
sta,setup_violations,0,
global_routing,grt_usage,2.00,%
place,dp_hpwl,523,um
die,design.core.area,0.00342,mm2
setup_path,required,1.47,ns
layout,register_area,154,um2
detailed_routing,drc,0,
pwr,leakagePower,0.000174,uW
layout,synthToLayoutAreaGrowth,69.4,%
logic_synthesis,flop_cell,"dfstp_2",
detailed_routing,wl,657,um
die,fp-utilization,8.02,%
global_routing,grt_pass1_vias,219,
detailed_routing,dr.pass1.iters,4,
clock_network,worstSkewPairLatency,0.25,ns
die,die_y,80,um
place,portBuffers,11,
logic_synthesis,adder_share,0,%
run,tool_warnings,25,
sta,finalCriticalPeriod,1.16,ns
setup_path,path_class,"in -> reg",
detailed_routing,num_vias,220,
die,ios,15,
layout,comb_area,93.8,um2
place,gp_congestion,0.744,
global_routing,antenna_found_initial,0,
detailed_routing,drtIter0Drc,16,
run,cap_violations,0,
layout,final_util,13.6,%
sta,fin_ws,0.140,ns
global_routing,grt_max_degree,7,
clock_network,cts_root_buffer,"clkbuf_4",
global_routing,overflow,0,
logic_synthesis,topCombFamilyByArea,"simple AND/OR/NAND/NOR gates",
sta,fin_skew,0.00951,ns
die,die_w,80,um
logic_synthesis,edf_count,0,
logic_synthesis,synth.cellmix.compoundShare,11.9,%
layout,finalInstanceArea,464,um2
detailed_routing,viasPerCell,2.59,
==> logic make-up (layout without fill, tap and decap cells) <==
kind of cell / after synthesis / in the layout
simple gates: 7 / 7
flops: 6 / 6
buf+inv: 6 / 19
compound gates: 4 / 4
other cells: 1 / 3
==> cell usage in the layout, fill, tap and decap left out <==
master	synthesis	final
dlygate4sd2_1	0	1
a32o_1	1	1
nand2b_1	1	1
dfstp_2	3	3
nor3b_1	1	1
clkbuf_4	0	3
buf_4	3	1
dfrtp_1	3	3
conb_1	1	3
dlymetal6s2s_1	0	2
clkbuf_1	0	1
nor4b_2	1	1
a22o_1	2	2
a21oi_1	1	1
clkdlybuf4s50_1	0	8
nor2_1	2	2
or3b_1	1	1
nor3_1	1	1
inv_1	3	3
==> power breakdown <==
group / internal (uW) / switching [uW] / total (uW)
sequential: 196 / 3.40 / 199
clock: 117 / 71.6 / 188
combinational: 34.9 / 15.9 / 50.8
==> per-stage QoR <==
step	hold slack (ns)	cells	TNS, ns
floorplan	0.0488	26	0
global placement	0.483	81	-0.0733
detailed placement	0.482	81	-0.116
CTS	0.217	85	0
global route	0.239	85	0
finish	0.216	85	0
==> worst paths after layout <==
check,from,end,slack [ns],cells past startpoint
worst max-delay path,page_req,page_vector[2],0.14,3
worst min-delay path,rst,page_grant,0.22,2
worst max register to register,page_vector[1],page_vector[2],0.30,2
worst min register to register,page_vector[0],page_id[1],0.50,1
max in group asynchronous,rst,page_vector[0],0.83,2
min in group clk0,page_vector[0],page_id[1],0.50,1
==> sequential cells by signal (all words and copies together) (netlist names) <==
register and cells:
page_vector 3, page_id 2, page_grant 1
==> per-layer routing <==
metal / track usage [%] / wire length (um)
met3: 2.84 / 190
met2: 1.85 / 163
met5: 0 / 0
met4: 0.528 / 0
met1: 2.35 / 303
==> worst max-delay path, cell delays in order <==
cell             delay [ns]
clkdlybuf4s50_1        0.53
or3b_1                 0.36
a22o_1                 0.18
==> cell type report <==
class                           instances  share of cell area (%)
Tap cell                               46                    12.4
Clock buffer                            4                    5.66
Inverter                                3                    2.43
Sequential cell                         6                    33.2
Timing Repair Buffer                   12                    26.1
Multi-Input combinational cell         14                    20.2
==> what timing repair did <==
action | CTS | global route
gates resized | 1 | 2
setup buffers | 0 | 0
endpoints found under the setup margin | 1 | 2
pin swaps | 0 | 0
endpoints found under the hold margin | 0 | 0
gates cloned | 0 | 0
Power is estimated from default activity; no workload was simulated.
