$ cat run.sh
#!/bin/bash
# OpenROAD 26Q1-2900-gdf79404cd8, Yosys 0.63+post, stock flow scripts
make -C /OpenROAD-flow-scripts/flow DESIGN_CONFIG=/design/flow/config.mk WORK_HOME=/design/flow/orfs finish
$ cat config.mk
export PLATFORM = sky130hd
export DESIGN_NAME = rnd_robin_arbiter
export DESIGN_NICKNAME = rnd_robin_arbiter
export VERILOG_FILES = /design/flow/design.v
export SDC_FILE = /design/flow/constraint.sdc
export NUM_CORES = 4
export LEC_CHECK = 1
export CORE_AREA = 10 10 78 78
export DIE_AREA = 0 0 88 88
export SYNTH_HDL_FRONTEND = slang
$ cat constraint.sdc
current_design rnd_robin_arbiter

set clk_period 4.8
set clk_io_pct 0.2

create_clock -name clk0 -period $clk_period [get_ports {clk}]

set non_clock_inputs [all_inputs -no_clocks]
set_input_delay [expr $clk_period * $clk_io_pct] -clock clk0 $non_clock_inputs
set_output_delay [expr $clk_period * $clk_io_pct] -clock clk0 [all_outputs]
$ cat design.v
package cache_cam_pkg;
  parameter PS_WIDTH  = 5;
  parameter KEY_WIDTH = 14;
  typedef enum logic [2:0] {
    CMD_NOP,
    CMD_STORE,
    CMD_DONE,
    CMD_VALID,
    CMD_DIRTY,
    CMD_CHG_PS,
    CMD_ERASE
  } cache_cam_cmd_e;
  typedef enum logic [1:0] {
    FREE     = 2'b00,
    RESERVED = 2'b01,
    VALID    = 2'b10,
    DIRTY    = 2'b11
  } cache_page_status_e;
  typedef struct packed {
    cache_page_status_e   status;
    logic  [PS_WIDTH-1:0] ps_id;
    logic [KEY_WIDTH-1:0] key;
  } cache_cam_s;
endpackage: cache_cam_pkg
module priority_encoder #(
  parameter VWIDTH     = 8,                                      
  parameter PIPELINE   = 32'h1,                                  
  parameter SEARCH_DIR = 1'b0,                                   
  parameter SEARCH_VAL = 1'b0,                                   
  parameter AWIDTH     = (VWIDTH==1)? 1 : $clog2(VWIDTH))
  (
    input                     clk,
    input                     rst,
    input        [VWIDTH-1:0] vector,                            
    output logic [AWIDTH-1:0] addr,                              
    output logic              found,                             
    output logic              dv                                 
  );
  localparam LSB_TO_MSB = 0;
  localparam LWIDTH     = (VWIDTH[0])? VWIDTH/2+1 : VWIDTH/2;
  localparam HWIDTH     = VWIDTH/2;
  generate
    if ( VWIDTH == 1 ) begin: WIDTH_1
      if ( PIPELINE[0] ) begin: BASE_1_SEQ
        always_ff @ ( posedge clk, posedge rst )
          if ( rst ) begin
            addr  <= '0;
            found <= '0;
            dv    <= '0;
          end else begin
            addr <= 1'b0;
            dv   <= 1'b1;
            if ( SEARCH_VAL == 1'b1 ) begin: SEARCH_1
              found <=  vector;                        
            end else begin: SEARCH_0
              found <= !vector;                        
            end
          end
        end
      else begin: BASE_1_COMB
        assign addr  = 1'b0;
        assign found = (SEARCH_VAL==1'b1)? vector : !vector;
        assign dv    = 1'b1;
      end
    end else if ( VWIDTH == 2 ) begin: WIDTH_2
      if ( PIPELINE[0] ) begin: BASE_2_SEQ
        always_ff @ ( posedge clk, posedge rst ) begin
          if ( rst ) begin
            addr  <= '0;
            found <= '0;
            dv    <= '0;
          end else begin
            dv <= '1;
            if ( SEARCH_VAL == 1'b1 ) begin: SEARCH_1
              found <= |vector;                       
              if ( SEARCH_DIR == LSB_TO_MSB )
                addr <= !vector[0];
              else
                addr <= vector[1];
            end else begin: SEARCH_0
              found <= !(&vector);                    
              if ( SEARCH_DIR == LSB_TO_MSB )
                addr <= vector[0];
              else
                addr <= !vector[1];
            end
          end
        end
      end else begin: BASE_2_COMB
        assign dv = 1'b1;
        if ( SEARCH_VAL == 1'b1 ) begin: SEARCH_1
          assign found = |vector;
          if ( SEARCH_DIR == LSB_TO_MSB ) begin: START_LSB
            assign addr  = !vector[0];
          end else begin: START_MSB
            assign addr  = vector[1];
          end
        end else begin: SEARCH_0
          assign found = !(&vector);
          if ( SEARCH_DIR == LSB_TO_MSB ) begin: START_LSB
            assign addr  = vector[0];
          end else begin: START_MSB
            assign addr  = !vector[1];
          end
        end
      end
    end else begin: WIDTH_N
      logic [AWIDTH-2:0] pe_low_addr;
      logic              pe_low_found; 
      logic              pe_low_dv;
      priority_encoder #(
        .VWIDTH     ( LWIDTH ),
        .PIPELINE   ( PIPELINE[AWIDTH-1:1] ),
        .SEARCH_DIR ( SEARCH_DIR ),
        .SEARCH_VAL ( SEARCH_VAL ) )
        pe_low (
          .clk    ( clk ),
          .rst    ( rst ),
          .vector ( vector[VWIDTH/2-1:0] ),
          .addr   ( pe_low_addr ),
          .found  ( pe_low_found ),     
          .dv     ( pe_low_dv )
        );
      logic [AWIDTH-2:0] pe_high_addr;
      logic              pe_high_found; 
      logic              pe_high_dv;
      priority_encoder #(
        .VWIDTH     ( HWIDTH ),
        .PIPELINE   ( PIPELINE[AWIDTH-1:1] ),
        .SEARCH_DIR ( SEARCH_DIR ),
        .SEARCH_VAL ( SEARCH_VAL ) )
        pe_high (
          .clk    ( clk ),
          .rst    ( rst ),
          .vector ( vector[VWIDTH-1:VWIDTH/2] ),
          .addr   ( pe_high_addr ),
          .dv     ( pe_high_dv )
        );
      if ( PIPELINE[0] ) begin: COMBINE_SEQ  
        always_ff @ ( posedge clk, posedge rst ) begin
          if ( rst ) begin
            addr  <= '0;
            found <= '0;
            dv    <= '0;
          end else begin
            found <= pe_high_found | pe_low_found;
            dv    <= pe_high_dv | pe_low_dv;
            if ( SEARCH_DIR == LSB_TO_MSB ) begin: START_LSB
              addr  <= (pe_low_found)? {1'b0,pe_low_addr} : {1'b1, pe_high_addr};
            end else begin: START_MSB
              addr  <= (pe_high_found)? {1'b1,pe_high_addr} : {1'b0, pe_low_addr};
            end
          end
        end
      end else begin: COMBINE_COMB  
        if ( SEARCH_DIR == LSB_TO_MSB ) begin: START_LSB
          assign addr  = (pe_low_found)? {1'b0,pe_low_addr} : {1'b1,pe_high_addr};
        end else begin: START_MSB
          assign addr  = (pe_high_found)? {1'b1,pe_high_addr} : {1'b0,pe_low_addr};
        end
        assign found = pe_high_found | pe_low_found;
        assign dv    = pe_high_dv    | pe_low_dv;
      end
    end
  endgenerate
endmodule
`timescale 1ns / 10ps
module rnd_robin_arbiter #( 
  parameter PORTS      = 8,
  parameter REG_OUTPUT = 1 )
  (
    input                            clk,
    input                            rst,           
    input                            enable,        
    input                [PORTS-1:0] request,
    output logic         [PORTS-1:0] grant,         
    output logic [$clog2(PORTS)-1:0] grant_port,    
    output logic                     grant_port_dv
  );
  localparam PORTS_LOG2 = $clog2(PORTS);
  wire     [2*PORTS-1:0] request_2w   = {request,request};
  wire     [2*PORTS-1:0] grant_2w     = request_2w & ~(request_2w-priority_ctr);
  wire       [PORTS-1:0] grant_next   = grant_2w[PORTS-1:0] | grant_2w[2*PORTS-1:PORTS];
  logic      [PORTS-1:0] priority_ctr;
  logic [PORTS_LOG2-1:0] grant_addr;
  priority_encoder #(
    .VWIDTH     ( PORTS ),          
    .PIPELINE   ( REG_OUTPUT ),     
    .SEARCH_DIR ( 0 ),              
    .SEARCH_VAL ( 1 ))              
    priority_encoder ( 
      .clk    ( clk ),              
      .rst    ( rst ),              
      .vector ( grant_next ),       
      .addr   ( grant_port ),       
      .found  ( grant_found ),      
      .dv     ( grant_port_dv )     
    );
  always_ff @( posedge clk, posedge rst ) begin
    if ( rst )
      priority_ctr <= { {(PORTS-1){1'b0}}, 1'b1 };   
    else if ( enable )
      priority_ctr <= {grant_next[PORTS-2:0],grant_next[PORTS-1]};
  end
  generate 
    if ( REG_OUTPUT ) begin: reg_output
      always_ff @( posedge clk, posedge rst ) begin
	if ( rst ) begin
	  grant <= '0;
	end else if ( enable ) begin
	  grant <= grant_next;
	end
      end
    end else begin: comb_output
      assign grant = grant_next;
    end
  endgenerate
endmodule
==> flow_summary.json <==
{
  "status": "completed",
  "syn_area_per_cell_um2": 8.53,
  "cts_tree": "built",
  "mostFrequentLayoutCells": "21 x clkdlybuf4s50_1, 13 x inv_1, 11 x a21oi_1, 11 x dfrtp_1, 10 x nor2_1",
  "overflow": 0,
  "grt_start_max_net_pins": 15,
  "path_max_fanout": 4,
  "drtIter0Drc": 40,
  "sw_frac_of_total": 0.355,
  "ys_sh_aoi": 0.212,
  "ys_area_um2": 998,
  "hold_slack_ps": 496,
  "fmax_ghz": 0.337,
  "rsz0062_at_grt": "false",
  "crit_type": "in -> reg",
  "clkSinkCount": 12,
  "xor_area_frac": 0.0175,
  "warnings": 25,
  "flop_area_um2": 302,
  "diodes": 0,
  "report.final.slew_viol_count": 0,
  "grt_pass1_vias": 831,
  "clockBufferDepth": 2,
  "numCtsBuffers": 3,
  "clkTransAtPathRegs_ps": 50,
  "p_int_w": 0.000354,
  "p_switching_w": 0.000194,
  "place_area_um2": 1210,
  "clockPowerShare": 0.194,
  "post_cts_buffers": 0,
  "numPortBuffers": 21,
  "ctsHoldBuffers": 0,
  "final-hold-violation-count": 0,
  "antenna_left": 0,
  "gp_congestion": 0.891,
  "hpwl_mm": 1.99,
  "rows": 24,
  "area_growth_syn_to_layout_pct": 26.3,
  "required_ps": 4920,
  "dr.pass1.iters": 4,
  "reg2reg_depth": 7,
  "io_pins": 23,
  "yosys_cells": 117,
  "tns_ps": 0,
  "synth-edff-count": 0,
  "r2r_setup_slack_ps": 2710,
  "ys_seq_share": 0.302,
  "cts_root_buffer": "clkbuf_8",
  "drive_above_1_share": 0.0827,
  "maxSlewHeadroom": 0.632,
  "drc": 0,
  "ys_sh_mux": 0.0627,
  "min_period_ps": 2970,
  "worstMarginPinSlew_ps": 550,
  "ys_top_logic_family": "AND-OR/OR-AND gates",
  "maxCapViolCount": 0,
  "grt_pass1_wl_mm": 3.84,
  "cp-start-kind": "input pin",
  "antenna_found_initial": 0,
  "crit_path_start": "request[1]",
  "synth_area_um2": 998,
  "async_flop_share": 1.00,
  "fp.coreArea_um2": 4410,
  "wl_per_cell_um": 12.6,
  "p_comb_frac": 0.520,
  "cts_resized": 0,
  "ys_sh_adder": 0.108,
  "layout_top_cell": "clkdlybuf4s50_1",
  "clock_latency_ps": 230,
  "via_per_inst": 4.55,
  "die_w_um": 88,
  "grt_usage": 0.0590,
  "initCoreUtil": 0.226,
  "yosys_warnings": 1,
  "power.share.sequential": 0.286,
  "arrival_ps": 3090,
  "setup_violations": 0,
  "combGateArea_um2": 581,
  "ys.flops": 12,
  "skew_ps": 2.85,
  "end_kind": "register",
  "die_h_um": 88,
  "finalWirelength_mm": 2.33,
  "synth-main-ff-cell": "dfrtp_1",
  "die_area_um2": 7740,
  "timing.final.crit_share": 0.618,
  "ys_types": 35,
  "h-tree-depth": 1,
  "vias": 841,
  "syn_inst": 117,
  "final_area_um2": 1260,
  "p_per_area_nw_per_um2": 435,
  "synthSimpleGateAreaFrac": 0.174,
  "leakagePower_nw": 0.527,
  "hold_class": "reg -> reg",
  "r2r-start": "priority_ctr[0]$_DFFE_PP1P_",
  "peakVddDrop_v": 0.000105,
  "cp-endpoint": "priority_ctr[3]$_DFFE_PP0P_",
  "r2r_end": "priority_ctr[3]$_DFFE_PP0P_",
  "fillerInstances": 468
}
-- metal layers --
| layer | vias up | global-route usage | routed length, µm | part of all wire |
|---|---|---|---|---|
| met4 | 0 | 0.0130 | 25 | 0.011 |
| met5 | - | 0 | 0 | 0 |
| met2 | 12 | 0.110 | 1160 | 0.50 |
| met1 | 390 | 0.0686 | 985 | 0.42 |
| li1 | 437 | - | - | - |
| met3 | 2 | 0.00935 | 157 | 0.067 |
-- cell usage after synthesis (3+ instances only) --
| cell | count | area [µm²] |
|---|---|---|
| a21oi_1 | 11 | 55.1 |
| buf_4 | 9 | 67.6 |
| dfrtp_1 | 11 | 275 |
| ha_1 | 7 | 87.6 |
| inv_1 | 13 | 48.8 |
| mux2i_1 | 4 | 40.0 |
| nand2_1 | 4 | 15.0 |
| nor2_1 | 10 | 37.5 |
| nor2b_1 | 5 | 31.3 |
| nor3_1 | 3 | 15.0 |
| o21ai_0 | 4 | 20.0 |
| o21ai_1 | 6 | 30.0 |
-- final cells by class --
class / instances / area share
flip-flops and latches: 12 / 0.239
repair buffers: 21 / 0.167
multi-input cells: 83 / 0.460
clock buffers: 4 / 0.0437
inverters: 13 / 0.0387
well taps: 52 / 0.0516
-- flip-flops by register name (all words and copies together) (netlist names) --
| register | cells |
|---|---|
| grant | 2 |
| priority_encoder.dv | 1 |
| priority_ctr | 7 |
| priority_encoder.addr | 2 |
-- worst min path at each step --
| stage | from | endpoint | slack [ps] | cells after the start |
|---|---|---|---|---|
| CTS | grant[7]$_DFFE_PP0P_ | grant[7]$_DFFE_PP0P_ | 500 | 2 |
| global route | grant[7]$_DFFE_PP0P_ | grant[7]$_DFFE_PP0P_ | 560 | 2 |
| finish | grant[7]$_DFFE_PP0P_ | grant[7]$_DFFE_PP0P_ | 500 | 2 |
-- per-stage QoR --
step           total power [W]  std cells  utilization  setup WS (ps)
3_5_place_dp          0.000445        181        0.273           1590
4_1_cts               0.000555        185        0.286           1830
3_3_place_gp          0.000445        181        0.273           1630
6_report              0.000548        185        0.286           1830
2_1_floorplan         0.000354        117            -           2270
5_1_grt               0.000600        185        0.286           1650
-- kinds of logic (layout without fill, tap and decap cells) --
logic type               Yosys count  after routing
XOR/XNOR                           2              2
adder cells (fa/ha/maj)            8              8
AND/OR/NAND/NOR                   32             32
multiplexers                       6              6
buffers and inverters             22             38
AND-OR/OR-AND                     33             33
other                              2              2
flip-flops                        12             12
-- worst max-delay path: stages --
cell	delay [ps]
clkdlybuf4s50_1	530
inv_1	90
fa_1	450
nand2b_1	190
a211oi_2	230
nor3_1	80
o31a_1	300
mux2_2	270
-- power groups by stage --
stage / sequential, W / combinational, W / clock (W)
5_1_grt: 0.000162 / 0.000324 / 0.000115
6_report: 0.000157 / 0.000285 / 0.000107
4_1_cts: 0.000157 / 0.000288 / 0.000110
Power figures rest on the tool's default switching activity, not on a simulated workload.
